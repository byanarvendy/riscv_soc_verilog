## design/flow/run.sh

```bash
#!/bin/bash
# OpenROAD 26Q1-2900-gdf79404cd8, Yosys 0.63+post, stock flow scripts
make -C /OpenROAD-flow-scripts/flow DESIGN_CONFIG=/design/flow/config.mk WORK_HOME=/design/flow/orfs finish
```

## design/flow/config.mk

```make
export PLATFORM = sky130hd
export DESIGN_NAME = axi4_lite_gpio_wrapper
export DESIGN_NICKNAME = axi4_lite_gpio_wrapper
export VERILOG_FILES = /design/flow/design.v
export SDC_FILE = /design/flow/constraint.sdc
export NUM_CORES = 4
export LEC_CHECK = 1
export CORE_AREA = 10 10 70 70
export DIE_AREA = 0 0 80 80
```

## design/flow/constraint.sdc

```tcl
current_design axi4_lite_gpio_wrapper

set clk_period 1.0
set clk_io_pct 0.2

create_clock -name clk0 -period $clk_period [get_ports {iCLK}]

set non_clock_inputs [all_inputs -no_clocks]
set_input_delay [expr $clk_period * $clk_io_pct] -clock clk0 $non_clock_inputs
set_output_delay [expr $clk_period * $clk_io_pct] -clock clk0 [all_outputs]
```

## design/flow/design.v

```verilog
module axi4_lite_slave #(
    parameter ADDR_WIDTH = 32,
    parameter DATA_WIDTH = 32
) (
    input                               iCLK,
    input                               iRST,
    input                               s_AWVALID,
    input       [2:0]                   s_AWPROT,
    input       [ADDR_WIDTH-1:0]        s_AWADDR,
    output                              s_AWREADY,
    input                               s_WVALID,
    input       [DATA_WIDTH-1:0]        s_WDATA,
    input       [(DATA_WIDTH/8)-1:0]    s_WSTRB,
    output                              s_WREADY,
    input                               s_BREADY,
    output                              s_BVALID,
    output      [1:0]                   s_BRESP,
    input                               s_ARVALID,
    input       [2:0]                   s_ARPROT,
    input       [ADDR_WIDTH-1:0]        s_ARADDR,
    output                              s_ARREADY,
    input                               s_RREADY,
    output                              s_RVALID,
    output      [1:0]                   s_RRESP,
    output      [DATA_WIDTH-1:0]        s_RDATA,
    input       [1:0]                   write_resp,
    output      [ADDR_WIDTH-1:0]        write_addr,
    output      [DATA_WIDTH-1:0]        write_data,
    output      [(DATA_WIDTH/8)-1:0]    write_strb,
    input       [1:0]                   read_resp,
    input       [DATA_WIDTH-1:0]        read_data,
    output      [ADDR_WIDTH-1:0]        read_addr
);
    localparam IDLE     = 3'b000;
    localparam WADDR    = 3'b001;
    localparam WDATA    = 3'b010;
    localparam WRESP    = 3'b011;
    localparam RADDR    = 3'b100;
    localparam RDATA    = 3'b101;
    reg         read_start, write_start;
    reg [2:0]   state, next_state;
    always @(posedge iCLK or negedge iRST) begin
        if (!iRST) begin
            state           <= IDLE;
        end else begin
            state           <= next_state;
        end
    end
    always @(*) begin
        next_state = state;
        case (state)
            IDLE: next_state = (s_AWVALID) ? WADDR : ((s_ARVALID) ? RADDR : IDLE);
            WADDR: if (s_AWVALID && s_AWREADY)  next_state  = WDATA;
            WDATA: if (s_WVALID  && s_WREADY)   next_state  = WRESP;
            WRESP: if (s_BVALID  && s_BREADY)   next_state  = IDLE;
            RADDR: if (s_ARVALID && s_ARREADY)  next_state  = RDATA;
            RDATA: if (s_RVALID  && s_RREADY)   next_state  = IDLE;
        endcase
    end    
    assign s_AWREADY    = (state == WADDR) ? 1'b1           : 1'b0;
    assign write_addr   = (state == WADDR) ? s_AWADDR       : {ADDR_WIDTH{1'b0}};
    assign s_WREADY     = (state == WDATA) ? 1'b1           : 1'b0;
    assign write_data   = (state == WDATA) ? s_WDATA        : {DATA_WIDTH{1'b0}};
    assign write_strb   = (state == WDATA) ? s_WSTRB        : {(DATA_WIDTH/8){1'b0}};
    assign s_BVALID     = (state == WRESP) ? 1'b1           : 1'b0;
    assign s_BRESP      = (state == WRESP) ? write_resp     : 2'b00;  
    assign s_ARREADY    = (state == RADDR) ? 1'b1           : 1'b0;
    assign read_addr    = (state == RADDR) ? s_ARADDR       : {ADDR_WIDTH{1'b0}};
    assign s_RVALID     = (state == RDATA) ? 1'b1           : 1'b0;
    assign s_RDATA      = (state == RDATA) ? read_data      : {DATA_WIDTH{1'b0}};
    assign s_RRESP      = (state == RDATA) ? read_resp      : 2'b00;  
endmodule
module axi4_lite_gpio_wrapper #(
    parameter ADDR_WIDTH = 32,
    parameter DATA_WIDTH = 32
) (
    input                               iCLK,
    input                               iRST,
    input                               s_AWVALID,
    input       [2:0]                   s_AWPROT,
    input       [ADDR_WIDTH-1:0]        s_AWADDR,
    output                              s_AWREADY,
    input                               s_WVALID,
    input       [DATA_WIDTH-1:0]        s_WDATA,
    input       [(DATA_WIDTH/8)-1:0]    s_WSTRB,
    output                              s_WREADY,
    input                               s_BREADY,
    output                              s_BVALID,
    output      [1:0]                   s_BRESP,
    input                               s_ARVALID,
    input       [2:0]                   s_ARPROT,
    input       [ADDR_WIDTH-1:0]        s_ARADDR,
    output                              s_ARREADY,
    input                               s_RREADY,
    output                              s_RVALID,
    output      [1:0]                   s_RRESP,
    output      [DATA_WIDTH-1:0]        s_RDATA
);
    wire                            write_req, write_done;
    wire    [1:0]                   write_resp;
    wire    [ADDR_WIDTH-1:0]        write_addr;
    wire    [DATA_WIDTH-1:0]        write_data;
    wire    [(DATA_WIDTH/8)-1:0]    write_strb;
    reg                             write_req_reg, write_done_reg;
    reg     [ADDR_WIDTH-1:0]        write_addr_reg;
    reg     [DATA_WIDTH-1:0]        write_data_reg;
    reg     [(DATA_WIDTH/8)-1:0]    write_strb_reg;
    wire                            read_req, read_done;
    wire    [1:0]                   read_resp;
    wire    [ADDR_WIDTH-1:0]        read_addr;
    wire    [DATA_WIDTH-1:0]        read_data;
    wire    [(DATA_WIDTH/8)-1:0]    read_strb;
    reg                             read_req_reg, read_done_reg;
    reg     [ADDR_WIDTH-1:0]        read_addr_reg;
	localparam OKAY     = 2'b00;
	localparam EXOKAY   = 2'b01;
	localparam SLVERR   = 2'b10;
	localparam DECERR   = 2'b11;
    axi4_lite_slave #(
        .ADDR_WIDTH(ADDR_WIDTH), .DATA_WIDTH(DATA_WIDTH)
    ) axi_slave (
        .iCLK(iCLK), .iRST(iRST),
        .s_AWREADY(s_AWREADY), .s_AWVALID(s_AWVALID), .s_AWPROT(s_AWPROT), .s_AWADDR(s_AWADDR),
        .s_WREADY(s_WREADY), .s_WVALID(s_WVALID), .s_WDATA(s_WDATA), .s_WSTRB(s_WSTRB),
        .s_BVALID(s_BVALID), .s_BRESP(s_BRESP), .s_BREADY(s_BREADY),
        .s_ARREADY(s_ARREADY), .s_ARVALID(s_ARVALID), .s_ARPROT(s_ARPROT), .s_ARADDR(s_ARADDR),
        .s_RVALID(s_RVALID), .s_RRESP(s_RRESP), .s_RDATA(s_RDATA), .s_RREADY(s_RREADY),
        .write_addr(write_addr), .write_data(write_data), .write_strb(write_strb), .write_resp(write_resp),
        .read_addr(read_addr), .read_data(read_data), .read_resp(read_resp)
    );
    always @(posedge iCLK or negedge iRST) begin
        if (!iRST) begin
            write_req_reg       <= 1'b0;
            read_req_reg        <= 1'b0;
            write_done_reg      <= 1'b0;
            read_done_reg       <= 1'b0;
            write_addr_reg      <= {ADDR_WIDTH{1'b0}};
            read_addr_reg       <= {ADDR_WIDTH{1'b0}};
            write_strb_reg      <= {DATA_WIDTH/8{1'b0}};
            write_data_reg      <= {DATA_WIDTH{1'b0}};
        end else begin
            write_req_reg       <= write_req;
            read_req_reg        <= read_req;
            write_done_reg      <= (s_BVALID && s_BREADY);
            read_done_reg       <= (s_RVALID && s_RREADY);
            if (s_ARVALID && s_ARREADY)     read_addr_reg   <= s_ARADDR;
            if (s_AWVALID && s_AWREADY)     write_addr_reg  <= s_AWADDR;
            if (s_WVALID  && s_WREADY) begin
                write_strb_reg  <= s_WSTRB;
                write_data_reg  <= s_WDATA;
            end
        end
    end
    assign write_req    = s_WREADY;
    assign read_req     = s_RREADY;
    assign write_done   = (s_BVALID && s_BREADY);
    assign read_done    = (s_RVALID && s_RREADY);
    assign write_resp   = 2'b10;
    assign read_resp    = OKAY;
    gpio #(
        .ADDR_WIDTH(ADDR_WIDTH),
        .DATA_WIDTH(DATA_WIDTH)
    ) gpio (
        .iCLK(iCLK), .iRST(iRST),
        .w_REQ(write_req_reg), .r_REQ(read_req),
        .w_DATA(write_data_reg), .r_DATA(read_data),
        .w_ADDR(write_addr_reg), .r_ADDR(read_addr)
    );
endmodule
module gpio #(
    parameter ADDR_WIDTH = 32,
    parameter DATA_WIDTH = 32
) (
    input                           iCLK, iRST,
    input                           w_REQ, r_REQ,
    input       [DATA_WIDTH-1:0]    w_DATA,
    input       [ADDR_WIDTH-1:0]    w_ADDR, r_ADDR,
    output reg  [DATA_WIDTH-1:0]    r_DATA,
    input       [15:0]               iSW,
    output reg  [15:0]               oLED
);
    always @(posedge iCLK or negedge iRST) begin
        if (!iRST) begin
            r_DATA <= 32'h00000000;
        end else begin
            if (w_REQ) begin
               oLED             <= w_DATA;
            end else if (r_REQ) begin
                r_DATA          <= iSW;
            end
        end
    end
endmodule
```

==> deck_impl_summary.md <==
Synthesis and Place & Route Summary

Status
  – Status: complete, but fails checks
  – Failing checks: negative setup slack

Setup path
  – Setup crit start kind: flop
  – Required time worst endpoint: 0.80 ns
  – Crit path kind: flop to output port
  – Arrival time of the worst setup path: 0.84 ns
  – CP Capture Type: output port
  – Worst-path maximum fanout: 2

GRT
  – Antenna violations before repair: 0
  – GRT overflow: 0
  – Pin count of the biggest net entering global routing: 7
  – Global-route wire length before repair: 1656 um
  – GRT Total Usage: 3.068%
  – Vias in the first global route: 418

Final timing
  – PnR worst setup slack: -0.04146 ns
  – Fin Clk Skew: 0.006047 ns
  – Setup TNS: -0.04146 ns
  – Final hold violations: 0
  – RSZ-0062 raised after global routing: yes
  – Count of pins over their slew limit: 0
  – Endpoints failing setup: 1
  – Fin crit share: 104.1%
  – Peak Freq: slightly below 1000 MHz
  – Worst hold slack: 0.1920 ns
  – Min cycle time layout: 1.041 ns

Power and ir drop
  – Power density over the cells: 1315 nW/um^2
  – Total power draw: 797.9 uW
  – Lkg Pwr: 0.3254 nW
  – Worst-case vdd ir drop: 0.2618 mV

Placement
  – Detailed placement HPWL: roughly 980 um
  – PortBufs: 12
  – Routability congestion estimate from global placement: 0.6688

CTS
  – Root buf cell: clkbuf_4
  – CTS H-tree lvls: 1
  – Longest Clk Path Bufs: 2
  – Latency at later pin: 0.25 ns
  – Total clock sinks: 6
  – CTS tree: yes
  – Cts bufs inserted: 3
  – Clk pin slew, worst setup/hold paths: 0.05 ns

Synthesis
  – Area of the mapped netlist: 508.0 um^2
  – Avg Inst Size Synth: 8.758 um^2
  – # Cells Yosys: 58
  – YS chip area: a little over 500 um^2
  – YS warnings: 19
  – Distinct lib cells: 11
  – Seq share, synth: 29.80%
  – Synth flops: 6
  – Synthesized instance count: 58

Floorplanning
  – Die height: 80 um
  – Die width: 80 um
  – FP Rows: 21
  – Core Area: 3416 um^2
  – Initial core utilization: 14.87%
  – Ports: 154
  – Die area: 6400 um^2

Layout
  – Fin util: approximately 18%
  – Layout area overhead: 19.46%
  – Fraction of layout cells with a size suffix above 1: 24.05%
  – # fillers: 400

Detailed routing
  – WL/cell: 8.984 um
  – DRT iter0 DRCs: 10
  – Vias post-DR: 320
  – Post-DR vias/cell: 2.560
  – Post-route ant nets: 0
  – Drt first pass iters: 3
  – # DRC: 0
  – ANT cells: 0
  – Routed WL: 1123 um

Run
  – Total of max-cap violations: 0
  – OpenROAD warnings: 133

Min path
  – Hold/Removal Path Class: input port to asynchronous set/reset pin
==> layout make-up <==
type	instances	area (um^2)	share of cell area [%]
Sequential cell	6	151.4	24.95
Inverter	4	15.01	2.474
Multi-Input combinational cell	46	203.9	33.61
Tap cell	46	57.56	9.485
Clock buffer	4	26.28	4.330
Timing Repair Buffer	19	152.6	25.15
==> worst max-delay path: stages, from the launching register on <==
cell and delay (ns):
dfrtp_1 0.38, buf_6 0.12, buf_6 0.10
==> synth_stat cells <==
cell type | number | area, um^2
o21ai_0 | 4 | 20.02
dfstp_2 | 1 | 26.28
conb_1 | 1 | 3.750
buf_4 | 36 | 270.3
mux2_2 | 1 | 11.26
a221o_1 | 1 | 10.01
dfrtp_1 | 5 | 125.1
nand3b_1 | 1 | 7.510
nand2_1 | 3 | 11.26
inv_1 | 4 | 15.01
nor3b_1 | 1 | 7.510
==> where the power goes <==
group | switching, mW | internal [mW]
clock network | 0.0953 | 0.152
logic | 0.0723 | 0.154
registers | 0.0280 | 0.297
total | 0.196 | 0.602
==> cell usage in the layout, fill, tap and decap left out <==
cell / n
clkbuf_4: 3
nand3b_1: 1
o21ai_0: 4
nand2_1: 3
dfrtp_1: 5
nor3b_2: 1
clkbuf_1: 1
mux2_2: 1
dfstp_2: 1
clkdlybuf4s50_1: 6
buf_4: 6
clkbuf_2: 1
conb_1: 35
buf_2: 4
buf_6: 2
inv_1: 4
a221o_1: 1
==> repair_timing <==
| item | in CTS | in global routing |
|---|---|---|
| pin swaps | 0 | 1 |
| hold buffers | 0 | 0 |
| cloned | 0 | 0 |
| setup buffers | 2 | 0 |
| resized | 19 | 2 |
| endpoints found under the setup margin | 6 | 3 |
==> per-stage QoR <==
| stage | instances | instance area (um^2) | setup slack (ns) |
|---|---|---|---|
| 3_5_place_dp | 120 | 588.1 | -0.1935 |
| 3_3_place_gp | 120 | 588.1 | -0.1831 |
| 6_report | 125 | 606.8 | -0.04146 |
| 2_1_floorplan | 92 | 635.6 | 0.1474 |
| 5_1_grt | 125 | 606.8 | -0.08710 |
| 4_1_cts | 126 | 614.3 | -0.05746 |
==> metal layers <==
metal / part of all wire (%) / track usage [%] / routed length [um] / vias up
met1: 46 / 4.097 / 512 / 136
li1: - / - / - / 150
met4: 1.3 / 1.056 / 15 / 0
met3: 9.2 / 1.250 / 103 / 2
met2: 44 / 4.334 / 491 / 32
met5: 0 / 0 / 0 / -
==> worst paths after layout <==
check / to / depth (start not counted) / slack (ns) / from
worst max-delay path: s_BVALID / 2 / -0.04 / axi_slave.state[5]
worst min-delay path: axi_slave.state[1] / 1 / 0.19 / iRST
worst max register to register: axi_slave.state[0] / 3 / 0.02 / axi_slave.state[5]
worst min register to register: axi_slave.state[1] / 2 / 0.54 / axi_slave.state[0]
max in group asynchronous: axi_slave.state[0] / 1 / 0.53 / iRST
min in group clk0: axi_slave.state[1] / 2 / 0.54 / axi_slave.state[0]
==> cells by family (layout without fill, tap and decap cells) <==
| kind of cell | after synthesis | count (layout) | synth area share (%) |
|---|---|---|---|
| flip-flops | 6 | 6 | 29.80 |
| AND/OR/NAND/NOR | 5 | 5 | 5.173 |
| buffers and inverters | 40 | 27 | 56.16 |
| multiplexers | 1 | 1 | 2.217 |
| other | 1 | 35 | 0.7382 |
| AND-OR/OR-AND | 5 | 5 | 5.912 |
Power figures rest on the tool's default switching activity, not on a simulated workload.
